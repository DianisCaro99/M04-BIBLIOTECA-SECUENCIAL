--- /design/flow/run.sh ---
#!/bin/bash
# OpenROAD 26Q1-2900-gdf79404cd8, Yosys 0.63+post, stock flow scripts
make -C /OpenROAD-flow-scripts/flow DESIGN_CONFIG=/design/flow/config.mk WORK_HOME=/design/flow/orfs finish
--- /design/flow/config.mk ---
export PLATFORM = sky130hd
export DESIGN_NAME = SC_DEBOUNCE1
export DESIGN_NICKNAME = SC_DEBOUNCE1
export VERILOG_FILES = /design/flow/design.v
export SDC_FILE = /design/flow/constraint.sdc
export NUM_CORES = 4
export LEC_CHECK = 1
export CORE_AREA = 10 10 72 72
export DIE_AREA = 0 0 82 82
--- /design/flow/constraint.sdc ---
current_design SC_DEBOUNCE1

set clk_period 2.0
set clk_io_pct 0.2

create_clock -name clk0 -period $clk_period [get_ports {SC_DEBOUNCE1_CLOCK_50}]

set non_clock_inputs [all_inputs -no_clocks]
set_input_delay [expr $clk_period * $clk_io_pct] -clock clk0 $non_clock_inputs
set_output_delay [expr $clk_period * $clk_io_pct] -clock clk0 [all_outputs]
--- /design/flow/design.v ---
module  SC_DEBOUNCE1 
	(
	input 			SC_DEBOUNCE1_CLOCK_50, SC_DEBOUNCE1_RESET_InHigh, SC_DEBOUNCE1_button_In,				 
	output reg 	SC_DEBOUNCE1_button_Out													 
	);
	parameter N = 11 ;		 
	reg  [N-1 : 0]	q_reg;							 
	reg  [N-1 : 0]	q_next;
	reg DFF1, DFF2;									 
	wire q_add;											 
	wire q_reset;
	assign q_reset = (DFF1  ^ DFF2);		 
	assign  q_add = ~(q_reg[N-1]);			 
	always @ ( q_reset, q_add, q_reg)
		begin
			case( {q_reset , q_add})
				2'b00 :
						q_next <= q_reg;
				2'b01 :
						q_next <= q_reg + 1;
				default :
						q_next <= { N {1'b0} };
			endcase 	
		end
	always @ ( posedge SC_DEBOUNCE1_CLOCK_50 )
		begin
			if(SC_DEBOUNCE1_RESET_InHigh ==  1'b1)
				begin
					DFF1 <= 1'b0;
					DFF2 <= 1'b0;
					q_reg <= { N {1'b0} };
				end
			else
				begin
					DFF1 <= SC_DEBOUNCE1_button_In;
					DFF2 <= DFF1;
					q_reg <= q_next;
				end
		end
	always @ ( posedge SC_DEBOUNCE1_CLOCK_50 )
		begin
			if(q_reg[N-1] == 1'b1)
					SC_DEBOUNCE1_button_Out <= DFF2;
			else
					SC_DEBOUNCE1_button_Out <= SC_DEBOUNCE1_button_Out;
		end
	endmodule
==> Changelog: implementation <==
## Implementation

* Status: finished clean
* Max-slew violation count at 0
* Placed Cells at ~110
* Static Leak at approximately 0.25 nW
* Worst Setup Path Type: register to register
* CTS tree: done
* Via count at 452
* Drt pass-1 iters at 4
* Die H at just over 80 um
* Num rows at 22
* Setup Fix Bufs, Post-CTS at 0
* Count of final setup violators at 0
* Clock latency on the worst-skew pair at 0.24 ns
* Clock skew at a little under 0.0009 ns
* Antenna Cells at 0
* Die x size at a little over 80 um
* FF-to-FF setup slack at about 0.44 ns
* Registers, synthesis at 14
* Core box area at approximately 3700 um2
* Yosys synthesis chip area at between 500 and 600 um2
* Max Clk Rate at around 0.64 GHz
* Hold Violations, Final at 0
* Synth cell count leaders: dfxtp_1, a21oi_1, nor2_1
* CTS buffer count at 3
* Worst Max-Slew Pin Slew at ~0.42 ns
* Cell area leaders: dfxtp_1, a21oi_1, edfxtp_1
* Tool warnings at 25
* Worst-case clock buffer depth at 2
* CP max stage cell: or4_1
* Max FFs per register at 11
* TritonCTS Sinks at 14
* Mapped Area at ~590 um2
* Hold buffers post-CTS at 0
* Ys flop type: dfxtp_1
* IR Drop Worst-Case VDD at roughly 0.54 mV
* Number of port buffers at 3
* Vias in the first global route at 419
* Crit path to: q_reg[8]
* Netlist cell types at 25
* WHS at ~0.46 ns
* CTS clock-pin slew for the worst setup and hold paths at roughly 0.05 ns
* Initial antenna violation count at 0
* ANT nets after route at 0
* Clock root buffer: clkbuf_8
* Pin count of the biggest net entering global routing at 12
* Detailed Route WL at 995 um
* R2R Path Start: q_reg[0]
* Fin crit share at between 70% and 80%
* Design Area, Final at 736 um2
* Sequential cell area at about 290 um2
* DRC marker count from the first detailed-route iteration at 17
* Max-Cap Viols at 0
* Mean Syn Cell Area at between 10 and 15 um2
* Fraction of layout cells with a size suffix above 1 at around 11%
* Combinational gate area at 293 um2
* Area grow syn2layout at 23.8%
* Worst hold path class: register to register
* Cells along the critical path: ha_1, nand4b_1, or4_1, a21oi_1
* Post-route insts no fill at roughly 110
* WL/cell at between 8 and 9 um
* DR vias/cell at roughly 4.0
* Die footprint at between 6000 and 7000 um2
* Fp_density at roughly 16%
* Final core utilization at between 10% and 20%
* Top Ports at 4
* Relative slew margins at around 70%
* Ys cells at approximately 59
* Gpl congestion at between 0.7 and 0.8
* Critical Path Start Type: register
* Grt total ovfl at 0
* Most frequent cell after synthesis: dfxtp_1
* RSZ-0062 raised after global routing: false
* Cell area power density at 793 nW/um2
* First-pass GRT wire length at 1.78 mm
* CP Data Required Time at about 2.2 ns
* Cell taking the most area after synthesis: dfxtp_1
* Post-route minimum period at ~1.6 ns
* CTS H-tree depth at 1
* Fill cells at around 400
* PostCTS Resize Cnt at 0
* Crit-path max FO at 5
* Largest stage delay, worst path at slightly above 0.5 ns
* Setup TNS at 0 ns
* R2R depth at 4
* DRC viols at 0
* Reg-to-reg endpoint: q_reg[8]
* Worst Setup End Kind: register
* Post-Syn Instances at just under 60
* Yosys warnings at 1
* CP startpoint: q_reg[0]
* CP Data Arrival Time at between 1.5 and 2 ns
* Top-area cell share at 43.8%
* Post-synthesis sequential area ratio at between 40% and 50%
* Fraction of registers with async set/reset at 0%
* Placed Area at just under 700 um2
* Post-synth EDFFs at 1
* GRT Util Overall at between 3 and 4%
-- per-layer routing --
layer / part of all wire [%] / global-route usage [%] / routed length, um / up-vias
met4: 0.60 / 0.510 / 6 / 0
met2: 45 / 4.70 / 450 / 10
met5: 0 / 0 / 0 / -
met1: 47 / 4.21 / 471 / 211
li1: - / - / - / 229
met3: 6.7 / 1.43 / 67 / 2
-- where the power goes --
group	switching [mW]	internal, mW
logic	0.0108	0.0113
registers	0.00675	0.288
clock network	0.0921	0.174
total	0.110	0.474
-- cells by family (layout without fill, tap and decap cells) --
kind of cell	Yosys count	in the layout	share of synthesized area [%]
buf+inv	3	9	1.89
fa+ha+maj	1	1	2.10
compound gates	12	12	12.4
mux	1	1	1.68
simple gates	24	24	27.2
xor+xnor	4	4	5.90
flops	14	14	48.8
-- cells in the final DEF (no fill, tap or decap), types with 2 or more instances in the layout --
| cell type | netlist | routed |
|---|---|---|
| a21oi_1 | 6 | 6 |
| clkbuf_8 | 0 | 4 |
| clkdlybuf4s50_1 | 0 | 3 |
| dfxtp_1 | 13 | 13 |
| inv_1 | 2 | 2 |
| nand2_1 | 4 | 4 |
| nor2_1 | 5 | 5 |
| nor2b_1 | 2 | 2 |
| o31ai_1 | 4 | 4 |
| or4_1 | 4 | 4 |
| xnor2_1 | 2 | 2 |
| xor2_1 | 2 | 2 |
-- layout make-up --
type                       count  area share (%)
clock buffer                   4            7.48
timing repair buffer           3            4.08
inverter                       2            1.02
multi-input combinational     42            39.8
tap                           48            8.16
sequential                    14            39.5
-- worst min-delay path by stage --
stage | from | to | slack (ns) | depth (start not counted)
CTS | DFF2 | SC_DEBOUNCE1_button_Out | 0.46 | 0
global route | DFF2 | SC_DEBOUNCE1_button_Out | 0.46 | 0
finish | DFF2 | SC_DEBOUNCE1_button_Out | 0.46 | 0
-- per-stage QoR --
step | power, mW | worst slack [ns]
final | 0.583 | 0.445
after global placement | 0.322 | 0.500
after CTS | 0.590 | 0.457
after detailed placement | 0.323 | 0.488
after global routing | 0.605 | 0.347
after floorplan | 0.316 | 0.593
-- worst max-delay path, delay by kind of cell, from the launching register on --
kind,cells,cell delay (ns)
adder cells (fa/ha/maj),1,0.22
flip-flops,1,0.41
AND-OR/OR-AND,1,0.14
AND/OR/NAND/NOR,2,0.71
Power is estimated from default activity; no workload was simulated.
