## flow/config.mk

```make
export PLATFORM = sky130hd
export DESIGN_NAME = SC_STATEMACHINE
export DESIGN_NICKNAME = SC_STATEMACHINE
export VERILOG_FILES = /design/flow/design.v
export SDC_FILE = /design/flow/constraint.sdc
export NUM_CORES = 4
export LEC_CHECK = 1
export CORE_AREA = 10 10 70 70
export DIE_AREA = 0 0 80 80
```

## flow/constraint.sdc

```tcl
current_design SC_STATEMACHINE

set clk_period 1.5
set clk_io_pct 0.2

create_clock -name clk0 -period $clk_period [get_ports {SC_STATEMACHINE_CLOCK_50}]

set non_clock_inputs [all_inputs -no_clocks]
set_input_delay [expr $clk_period * $clk_io_pct] -clock clk0 $non_clock_inputs
set_output_delay [expr $clk_period * $clk_io_pct] -clock clk0 [all_outputs]
```

## flow/design.v

```verilog
module SC_STATEMACHINE (
	SC_STATEMACHINE_clear_OutLow,
	SC_STATEMACHINE_load_OutLow,
	SC_STATEMACHINE_shiftselection_Out,
	SC_STATEMACHINE_CLOCK_50,
	SC_STATEMACHINE_RESET_InHigh,
	SC_STATEMACHINE_clear_InLow,
	SC_STATEMACHINE_load_InLow,
	SC_STATEMACHINE_shiftselection_In
);	
localparam STATE_RESET_0									= 0;
localparam STATE_START_0									= 1;
localparam STATE_CHECK_0									= 2;
localparam STATE_CLEAR_0									= 3;
localparam STATE_CLEAR_1									= 4;
localparam STATE_LOAD_0										= 5; 
localparam STATE_LOAD_1										= 6; 
localparam STATE_SHIFTR_0									= 7;	
localparam STATE_SHIFTR_1									= 8;	
localparam STATE_SHIFTL_0									= 9;	
localparam STATE_SHIFTL_1									= 10;	
output reg		SC_STATEMACHINE_clear_OutLow;
output reg		SC_STATEMACHINE_load_OutLow;
output reg		[1:0] SC_STATEMACHINE_shiftselection_Out;
input			SC_STATEMACHINE_CLOCK_50;
input 			SC_STATEMACHINE_RESET_InHigh;
input			SC_STATEMACHINE_clear_InLow;
input			SC_STATEMACHINE_load_InLow;
input			[1:0] SC_STATEMACHINE_shiftselection_In;
reg [3:0] STATE_Register;
reg [3:0] STATE_Signal;
always @(*)
begin
	case (STATE_Register)
		STATE_RESET_0: STATE_Signal = STATE_START_0;
		STATE_START_0: STATE_Signal = STATE_CHECK_0;
		STATE_CHECK_0: if (SC_STATEMACHINE_clear_InLow == 1'b0) STATE_Signal = STATE_CLEAR_0;
						else 	if (SC_STATEMACHINE_load_InLow == 1'b0) STATE_Signal = STATE_LOAD_0;
						else if  (SC_STATEMACHINE_shiftselection_In == 2'b01) STATE_Signal = STATE_SHIFTR_0;
						else if  (SC_STATEMACHINE_shiftselection_In == 2'b10) STATE_Signal = STATE_SHIFTL_0;
						else STATE_Signal = STATE_CHECK_0;
		STATE_CLEAR_0: STATE_Signal = STATE_CLEAR_1;
		STATE_CLEAR_1: if (SC_STATEMACHINE_clear_InLow == 1'b0) STATE_Signal = STATE_CLEAR_1;
							else STATE_Signal = STATE_CHECK_0;
		STATE_LOAD_0: 	STATE_Signal = STATE_LOAD_1;
		STATE_LOAD_1: 	if (SC_STATEMACHINE_load_InLow == 1'b0) STATE_Signal = STATE_LOAD_1;
							else STATE_Signal = STATE_CHECK_0;		
		STATE_SHIFTR_0: 	STATE_Signal = STATE_SHIFTR_1;
		STATE_SHIFTR_1: 	if (SC_STATEMACHINE_shiftselection_In == 2'b01) STATE_Signal = STATE_SHIFTR_1;
							else STATE_Signal = STATE_CHECK_0;		
		STATE_SHIFTL_0:  STATE_Signal = STATE_SHIFTL_1;
		STATE_SHIFTL_1:  if (SC_STATEMACHINE_shiftselection_In == 2'b10) STATE_Signal = STATE_SHIFTL_1; 
							else STATE_Signal = STATE_CHECK_0;	
		default : 		STATE_Signal = STATE_CHECK_0;
	endcase
end
always @ ( posedge SC_STATEMACHINE_CLOCK_50 , posedge SC_STATEMACHINE_RESET_InHigh)
begin
	if (SC_STATEMACHINE_RESET_InHigh == 1'b1)
		STATE_Register <= STATE_RESET_0;
	else
		STATE_Register <= STATE_Signal;
end
always @ (*)
begin
	case (STATE_Register)
	STATE_RESET_0 :	
		begin
			SC_STATEMACHINE_clear_OutLow = 1'b1;
			SC_STATEMACHINE_load_OutLow = 1'b1;
			SC_STATEMACHINE_shiftselection_Out  = 2'b11; 
		end
	STATE_START_0 :	
		begin
			SC_STATEMACHINE_clear_OutLow = 1'b1;
			SC_STATEMACHINE_load_OutLow = 1'b1;
			SC_STATEMACHINE_shiftselection_Out  = 2'b11; 
		end
	STATE_CHECK_0 :
		begin
			SC_STATEMACHINE_clear_OutLow = 1'b1;
			SC_STATEMACHINE_load_OutLow = 1'b1;
			SC_STATEMACHINE_shiftselection_Out  = 2'b11; 
		end
	STATE_CLEAR_0 :	
		begin
			SC_STATEMACHINE_clear_OutLow = 1'b0;   
			SC_STATEMACHINE_load_OutLow = 1'b1;
			SC_STATEMACHINE_shiftselection_Out  = 2'b11; 
		end
	STATE_CLEAR_1 :	
		begin
			SC_STATEMACHINE_clear_OutLow = 1'b1; 
			SC_STATEMACHINE_load_OutLow = 1'b1;
			SC_STATEMACHINE_shiftselection_Out  = 2'b11; 
		end
	STATE_LOAD_0 :
		begin
			SC_STATEMACHINE_clear_OutLow = 1'b1;
			SC_STATEMACHINE_load_OutLow = 1'b0;  
			SC_STATEMACHINE_shiftselection_Out  = 2'b11; 
		end
	STATE_LOAD_1 :
		begin
			SC_STATEMACHINE_clear_OutLow = 1'b1;
			SC_STATEMACHINE_load_OutLow = 1'b1; 
			SC_STATEMACHINE_shiftselection_Out  = 2'b11; 
		end
	STATE_SHIFTR_0 :
		begin
			SC_STATEMACHINE_clear_OutLow = 1'b1;
			SC_STATEMACHINE_load_OutLow = 1'b1;  
			SC_STATEMACHINE_shiftselection_Out  = 2'b01;   
		end
	STATE_SHIFTR_1 :
		begin
			SC_STATEMACHINE_clear_OutLow = 1'b1;
			SC_STATEMACHINE_load_OutLow = 1'b1; 
			SC_STATEMACHINE_shiftselection_Out  = 2'b11;   
		end
	STATE_SHIFTL_0 :
		begin
			SC_STATEMACHINE_clear_OutLow = 1'b1;
			SC_STATEMACHINE_load_OutLow = 1'b1;  
			SC_STATEMACHINE_shiftselection_Out  = 2'b10;   
		end
	STATE_SHIFTL_1 :
		begin
			SC_STATEMACHINE_clear_OutLow = 1'b1;
			SC_STATEMACHINE_load_OutLow = 1'b1; 
			SC_STATEMACHINE_shiftselection_Out  = 2'b11;   
		end
	default :
		begin
			SC_STATEMACHINE_clear_OutLow = 1'b1;
			SC_STATEMACHINE_load_OutLow = 1'b0; 
			SC_STATEMACHINE_shiftselection_Out  = 2'b11;   
		end
	endcase
end
endmodule
```

## flow/run.sh

```bash
#!/bin/bash
# OpenROAD 26Q1-2900-gdf79404cd8, Yosys 0.63+post, stock flow scripts
make -C /OpenROAD-flow-scripts/flow DESIGN_CONFIG=/design/flow/config.mk WORK_HOME=/design/flow/orfs finish
```

==> results.txt <==
status: finished, violations left
failing checks: negative setup slack
r2r setup slk: 0.06 ns
pin count of the biggest net entering global routing: 10
Syn Area/Cell: 8.541 um^2
max reg flops: 4
Crit-path slowest cell: dfrtp_1
die area: 6400 um^2
share of post-route cells with drive strength above 1: 41.67%
total global-route track usage: 3.713%
Placement Setup Slack: -0.1538 ns
number of synthesized register bits: 4
H-tree depth: 1
TritonCTS Buffers: 3
number of I/O port buffers: 9
ANT cells: 0
total number of yosys warnings: 1
Top Layout Cells: buf_4 (13), clkdlybuf4s50_1 (5), buf_6 (5)
DIE HEIGHT: 80 um
Storage cell area: 101.3 um^2
Vias: 433
register clock-pin slew on the reported worst setup and hold paths: 0.03 ns
cell type with the largest total area: dfrtp_1
First DRT Iteration DRCs: 31
Rows: 21
most frequent logic cell in the layout: buf_4
Synth Seq Share: 25.48%
Die Wd: 80 um
Pleak: 0.0003005 uW
YS chip area: 392.9 um^2
fmax: 0.6244 GHz
CP max FO: 3
Synth-to-Final Area Change: 75.48%
top post-synthesis cells by area: dfrtp_1 (25%), ha_1 (13%), or3b_1 (4.5%)
initial antenna violation count: 0
max cap viols: 0
CP delay by family, top: simple AND/OR/NAND/NOR gates
Clock Path Buffers: 2
MI comb area: 269.0 um^2
startpoint types: flop
Setup violations, final: 3
number of distinct library cells after synthesis: 28
worst stage delay on the critical path: 0.37 ns
WS Path Type: reg -> out
GRT overflow: 0
Worst Hold Class: in -> async
pins over their slew limit: 0
Max VDD drop: 0.0004132 V
Design Area, Final: 689.4 um^2
DP Area: 619.3 um^2
gpl congestion: 0.7904
Post-CTS Hold Fix Bufs: 0
crit path DRT: 1.20 ns
top area contributor share: 25.48%
clk latency late pin: 0.23 ns
Detailed Place HPWL: 876.7 um
final-report hold violation count: 0
Root Buffer: clkbuf_4
Syn Inst Count: 46
final period utilization: 106.8%
Min Clock Period, post-route: 1.601 ns
DRC Markers: 0
Critical Path AT: 1.30 ns
fp util: 11.50%
synthesized area: 392.9 um^2
CTS tree: done
post-route ant nets: 0
# Cells Yosys: 46
vias in the first global route: 426
# IOs: 10
WL per Instance: 9.822 um
Worst-Margin Slew: 0.2248 ns
Regs by FF count: STATE_Register x4
Clock Sinks: 4
CP Cell Sequence: buf_6 > nand2b_4 > or3b_1 > buf_2
Post-Route WL: 1159 um
core area: 3416 um^2
clock skew: 0.0002467 ns
first-pass GRT wire length: 1959 um
Fin Hold WS: 0.2694 ns
unrepaired setup endpoints after global routing: true
DR pass1 iterations: 4
setup TNS: -0.1444 ns
OpenROAD warning count: 30
PD cells: 1616 nW/um^2
vias per cell: 3.669
Rel. slew slack: 84.90%
nature of the critical path endpoint: output pin
slack of the critical path: -0.1015 ns
CP bufs+invs: 2
fillcell total: 383
Largest Register: STATE_Register
[synthesized netlist by cell type, drive strengths merged]
master / instances
and3: 1
nand4b: 1
or3b: 2
o221ai: 1
nor3: 1
a21oi: 3
or3: 1
nand2b: 3
o21ai: 2
nor3b: 1
clkbuf: 1
nand3b: 1
nand2: 3
a211o: 1
mux2: 1
buf: 3
o32ai: 1
and2: 1
a211oi: 1
o21a: 1
dfrtp: 4
inv: 4
a22oi: 1
or4: 1
nand4: 1
ha: 4
nand3: 1
[report_power, final]
group	leakage [uW]	switching [uW]	internal [uW]	total, uW
registers	0.0000489	48.3	165	213
clock network	0.0000138	40.3	89.2	130
logic	0.000238	308	463	771
[layout make-up]
cell class / instances / area share, %
timing repair buffer: 27 / 32.49
tap: 46 / 8.348
sequential: 4 / 14.70
inverter: 4 / 2.178
clock buffer: 3 / 3.267
multi-input combinational: 34 / 39.02
[repair_timing]
item,CTS,global route
endpoints found under the setup margin,4,5
pin swaps,3,0
gates cloned,0,0
setup buffers,6,1
gates resized,17,4
[path summary, 6_finish.rpt]
| check | start | endpoint | cells after the start |
|---|---|---|---|
| worst max-delay path | STATE_Register[2] | SC_STATEMACHINE_shiftselection_Out[0] | 4 |
| worst min-delay path | SC_STATEMACHINE_RESET_InHigh | STATE_Register[3] | 2 |
| worst max register to register | STATE_Register[2] | STATE_Register[2] | 5 |
| worst min register to register | STATE_Register[0] | STATE_Register[3] | 3 |
| max in group asynchronous | SC_STATEMACHINE_RESET_InHigh | STATE_Register[0] | 2 |
| min in group clk0 | STATE_Register[0] | STATE_Register[3] | 3 |
[cell families after synthesis]
family / share of synthesized area (%)
mux: 2.866
fa+ha+maj: 12.74
buf+inv: 8.596
flops: 25.48
compound gates: 20.70
simple gates: 29.62
[metal layers]
layer | vias up | global-route usage, % | wire, um
li1 | 216 | - | -
met2 | 13 | 5.457 | 527
met3 | 0 | 2.159 | 129
met5 | - | 0 | 0
met1 | 204 | 4.682 | 503
met4 | 0 | 0.5282 | 0
[stage by stage]
| step | power [uW] | utilization (%) | instances |
|---|---|---|---|
| 6_report | 1114 | 20.18 | 118 |
| 5_1_grt | 1207 | 20.18 | 118 |
| 4_1_cts | 1059 | 19.56 | 117 |
| 3_5_place_dp | 846.5 | 18.13 | 110 |
| 3_3_place_gp | 839.1 | 18.13 | 110 |
| 2_1_floorplan | 556.3 | - | 46 |
Power is estimated from default activity; no workload was simulated.
