==> /design/flow/design.v <==
module SC_RegSHIFTER #(parameter RegSHIFTER_DATAWIDTH=8)(
	SC_RegSHIFTER_data_OutBUS,
	SC_RegSHIFTER_CLOCK_50,
	SC_RegSHIFTER_RESET_InHigh,
	SC_RegSHIFTER_clear_InLow, 
	SC_RegSHIFTER_load_InLow, 
	SC_RegSHIFTER_shiftselection_In,
	SC_RegSHIFTER_data_InBUS
);
output		[RegSHIFTER_DATAWIDTH-1:0]	SC_RegSHIFTER_data_OutBUS;
input		SC_RegSHIFTER_CLOCK_50;
input		SC_RegSHIFTER_RESET_InHigh;
input		SC_RegSHIFTER_clear_InLow;
input		SC_RegSHIFTER_load_InLow;	
input		[1:0] SC_RegSHIFTER_shiftselection_In;
input		[RegSHIFTER_DATAWIDTH-1:0]	SC_RegSHIFTER_data_InBUS;
reg [RegSHIFTER_DATAWIDTH-1:0] RegSHIFTER_Register;
reg [RegSHIFTER_DATAWIDTH-1:0] RegSHIFTER_Signal;
always @(*)
begin
	if (SC_RegSHIFTER_clear_InLow == 1'b0)
		RegSHIFTER_Signal = 0;
	else if (SC_RegSHIFTER_load_InLow == 1'b0)
		RegSHIFTER_Signal = SC_RegSHIFTER_data_InBUS;
	else if (SC_RegSHIFTER_shiftselection_In == 2'b01)
		RegSHIFTER_Signal = RegSHIFTER_Register + 1'b1;   
	else if (SC_RegSHIFTER_shiftselection_In== 2'b10)
		RegSHIFTER_Signal = RegSHIFTER_Register - 1'b1;   
	else
		RegSHIFTER_Signal = RegSHIFTER_Register;
	end	
always @(posedge SC_RegSHIFTER_CLOCK_50, posedge SC_RegSHIFTER_RESET_InHigh)
begin
	if (SC_RegSHIFTER_RESET_InHigh == 1'b1)
		RegSHIFTER_Register <= 0;
	else
		RegSHIFTER_Register <= RegSHIFTER_Signal;
end
assign SC_RegSHIFTER_data_OutBUS = RegSHIFTER_Register;
endmodule
==> /design/flow/run.sh <==
#!/bin/bash
# OpenROAD 26Q1-2900-gdf79404cd8, Yosys 0.63+post, stock flow scripts
make -C /OpenROAD-flow-scripts/flow DESIGN_CONFIG=/design/flow/config.mk WORK_HOME=/design/flow/orfs finish
==> /design/flow/config.mk <==
export PLATFORM = sky130hd
export DESIGN_NAME = SC_RegSHIFTER
export DESIGN_NICKNAME = SC_RegSHIFTER
export VERILOG_FILES = /design/flow/design.v
export SDC_FILE = /design/flow/constraint.sdc
export NUM_CORES = 4
export LEC_CHECK = 1
export CORE_AREA = 10 10 71 71
export DIE_AREA = 0 0 81 81
==> /design/flow/constraint.sdc <==
current_design SC_RegSHIFTER

set clk_period 4.4
set clk_io_pct 0.2

create_clock -name clk0 -period $clk_period [get_ports {SC_RegSHIFTER_CLOCK_50}]

set non_clock_inputs [all_inputs -no_clocks]
set_input_delay [expr $clk_period * $clk_io_pct] -clock clk0 $non_clock_inputs
set_output_delay [expr $clk_period * $clk_io_pct] -clock clk0 [all_outputs]
==> ci_impl_report.md <==
## Implementation flow summary

| Metric | Value |
|---|---|
| Vias in the first global route | `769` |
| Area Overhead vs Synth | `38.2%` |
| Log Warnings | `26` |
| Floorplan Utilization | `20.8%` |
| Vias | `684` |
| Synth flops | `8` |
| Pin count of the biggest net entering global routing | `20` |
| Clock latency on the worst-skew pair | `0.23 ns` |
| Main area contributors | `dfrtp_1 (26%), ha_1 (13%), mux2i_1 (7.9%)` |
| IO Port Bufs | `21` |
| Max reg flops | `8` |
| CP cell instances | `clkdlybuf4s50_1 -> inv_1 -> ha_1 -> inv_1 -> ha_1 -> a211oi_2 -> o21a_1 -> mux2i_1 -> a21oi_1` |
| First-pass GRT wire length | `3400 µm` |
| Critical path's slowest cell | `clkdlybuf4s50_1` |
| Flop2flop setup slack | `2.66 ns` |
| CTS tree | `yes` |
| Most numerous logic cell after layout | `clkdlybuf4s50_1` |
| CP Max Fanout | `8` |
| Leak pwr | `0.432 nW` |
| Post-synth seq share | `26.5%` |
| Most common logic cells in the final layout | `clkdlybuf4s50_1 (21), dfrtp_1 (8), a21oi_1 (8), ha_1 (8), nand2_1 (7)` |
| Synth Cell Area | `756 µm²` |
| WP data required | `4.50 ns` |
| IO Count | `22` |
| Met1 Resource Use GR | `8.22%` |
| M2 GR Usage | `10.3%` |
| Cells after Synth | `86` |
| Setup Buffers After CTS | `0` |
| Via density | `4.44` |
| Crit-path max cell delay | `0.45 ns` |
| Initial DRC Count | `37` |
| Worst endpoint data arrival time | `2.85 ns` |
| Number of cells in Yosys stat | `86` |
| Setup Crit Path Kind | `in2reg` |
| Syn_area_per_cell | `8.79 µm²` |
| Hold Crit Start | `RegSHIFTER_Register[7]$_DFFE_PP0P_` |
| Core area | `3630 µm²` |
| Resized cells post-CTS | `0` |
| RR Startpoint | `RegSHIFTER_Register[0]$_DFFE_PP0P_` |
| Hold buffers post-CTS | `0` |
| Max-cap violation count | `0` |
| Antenna Cells | `0` |
| Tmin final | `2.74 ns` |
| Sink Count | `8` |
| Area reported by Yosys stat | `756 µm²` |
| Cell type with the largest total area | `dfrtp_1` |
| RSZ-0062 raised after global routing | `false` |
| Antenna violations before repair | `0` |
| Final period util | `62.4%` |
| Crit-path leading delay family | `buffers and inverters` |
| # DRC | `0` |
| Dpl hpwl | `1530 µm` |
| Post-DRT Antenna Nets | `0` |
| Ys Warns | `1` |
| Avg WL per Cell | `12.8 µm` |
| Final setup viols | `0` |
| FMAX | `364 MHz` |
| Max-Slew Margin vs Limit | `54.9%` |
| Final wirelength | `1960 µm` |
| DIE AREA | `6560 µm²` |
| Setup TNS | `0 ns` |
| Reg2Reg Depth | `5` |
| Critical Path Source | `SC_RegSHIFTER_shiftselection_In[1]` |
| Gpl congestion | `0.917` |
| Top Registers | `RegSHIFTER_Register (8)` |
| Layout cell share with drive strength beyond 1 | `4.72%` |
| Iteration tally of the first detailed-router pass | `4` |
| Rows | `22` |
| Total Routing Usage GR | `6.35%` |
| # H-tree levels | `1` |
| Status | `complete, no violations` |
| Placed insts | `151` |
| Crit path launch type | `input pin` |
| Num CTS Buffers | `3` |
| GRT Max-Usage Layer | `met2` |
| Root Buffer Master | `clkbuf_8` |
| Worst setup endpoint | `RegSHIFTER_Register[5]$_DFFE_PP0P_` |
| Fin. max-slew vios | `0` |
| Global route total overflow | `0` |
| WP buf/inv | `3` |
| Die width | `81 µm` |
| Unique masters post-synth | `28` |
| Hold Crit Class | `reg2reg` |
| Kind of end point of the critical path | `flip-flop` |
| DIE HEIGHT | `81 µm` |
| Worst ir drop on vdd | `119 µV` |
| Filler-free cell count of the finished design | `154` |
| Final Skew | `0.00250 ns` |
| PwrDens | `285 nW/µm²` |
| Synth top area share | `26.5%` |
| Slew @ Worst Pin | `0.674 ns` |
| Crit. path cell count | `9` |
| Reg clk slew, reported paths | `0.04 ns` |
| CTS max path bufs | `2` |
| Reg-to-reg critical path endpoint | `RegSHIFTER_Register[6]$_DFFE_PP0P_` |
| Top reg by flops | `RegSHIFTER_Register` |
| Final Hold Vio Count | `0` |
| M3 GR Usage | `2.34%` |
==> tightest hold or removal path, delay by kind of cell, from the launching register on <==
family / cells / cell delay, ns
flip-flops: 1 / 0.39
AND-OR/OR-AND: 2 / 0.21
==> through the flow <==
stage	utilization [%]	instance area, µm²	power (W)	worst slack [ns]	hold slack (ns)
6_report	28.8	1040	0.000298	1.66	0.633
3_5_place_dp	27.6	1000	0.000210	1.43	0.631
4_1_cts	28.8	1040	0.000303	1.67	0.636
2_1_floorplan	-	756	0.000168	2.07	0.542
5_1_grt	28.8	1040	0.000325	1.51	0.667
3_3_place_gp	27.6	1000	0.000208	1.43	0.623
==> worst min path at each step <==
stage	endpoint	slack [ns]	depth (start not counted)
after global routing	RegSHIFTER_Register[7]$_DFFE_PP0P_	0.67	2
after CTS	RegSHIFTER_Register[7]$_DFFE_PP0P_	0.64	2
final	RegSHIFTER_Register[7]$_DFFE_PP0P_	0.63	2
==> logic make-up (layout without fill, tap and decap cells) <==
| group | Yosys count | count (layout) | synth area share (%) |
|---|---|---|---|
| AOI/OAI and AO/OA | 27 | 27 | 24.5 |
| xor gates and xnor gates | 3 | 3 | 3.48 |
| adders and majority gates | 9 | 9 | 15.9 |
| buffers and inverters | 9 | 29 | 5.46 |
| DFF | 8 | 8 | 26.5 |
| muxes | 6 | 6 | 7.95 |
| and+or+nand+nor | 24 | 24 | 16.2 |
==> cell type report <==
class / instances / area, µm²
multi-input combinational: 69 / 514
sequential: 8 / 200
timing repair buffer: 21 / 210
inverter: 5 / 18.8
clock buffer: 3 / 41.3
fill: 382 / 2590
tap: 48 / 60.1
==> power breakdown <==
group	total (W)	switching [W]	leakage, nW	internal (W)
clock network	0.0000893	0.0000300	0.0216	0.0000594
registers	0.0000903	0.00000876	0.104	0.0000815
logic	0.000118	0.0000549	0.307	0.0000635
==> cell usage after synthesis <==
cell type  n
a31oi_1    4
o2bb2ai_1  1
nor2b_1    3
and3b_1    1
nor2_1     6
a21o_1     1
mux2i_1    6
xor2_1     1
o21a_1     1
ha_1       8
nand2_1    7
o21bai_1   1
buf_4      1
xnor2_1    2
dfrtp_1    8
or3_1      1
a211oi_1   2
nand3_1    2
a41oi_2    1
a211oi_2   1
o21ai_0    3
clkbuf_2   1
buf_2      2
o211ai_1   4
fa_1       1
a21oi_1    8
inv_1      5
nor3b_1    4
==> layer usage <==
metal  up-vias  share of wire, %  wire [µm]
li1        354                 -          -
met1       309                45        889
met2        19                47        924
met3         2               7.0        138
met4         0              0.56         11
met5         -                 0          0
Power figures rest on the tool's default switching activity, not on a simulated workload.
